### run.sh
#!/bin/bash
# OpenROAD 26Q1-2900-gdf79404cd8, Yosys 0.63+post, stock flow scripts
make -C /OpenROAD-flow-scripts/flow DESIGN_CONFIG=/design/flow/config.mk WORK_HOME=/design/flow/orfs finish
### config.mk
export PLATFORM = sky130hd
export DESIGN_NAME = flopenr
export DESIGN_NICKNAME = flopenr
export VERILOG_FILES = /design/flow/design.v
export SDC_FILE = /design/flow/constraint.sdc
export NUM_CORES = 4
export LEC_CHECK = 1
export CORE_AREA = 10 10 70 70
export DIE_AREA = 0 0 80 80
### design.v
module flopenr #(parameter WIDTH=8)
                (input  logic clk, reset, en,
                 input  logic [WIDTH-1:0] d,
                 output logic [WIDTH-1:0] q);
    always_ff @(posedge clk, posedge reset) begin
        if (reset)   q <= 0;
        else if (en) q <= d;
    end
endmodule
### constraint.sdc
current_design flopenr

set clk_period 1.5
set clk_io_pct 0.2

create_clock -name clk0 -period $clk_period [get_ports {clk}]

set non_clock_inputs [all_inputs -no_clocks]
set_input_delay [expr $clk_period * $clk_io_pct] -clock clk0 $non_clock_inputs
set_output_delay [expr $clk_period * $clk_io_pct] -clock clk0 [all_outputs]
==> results_slide.txt <==
Run Summary

Global route
  – Vias in the first global route: 248
  – Largest net degree at the start of global routing: 9
  – All-Layer GR Usage: 0.0265
  – Antenna violations before repair: 0
  – GR Overflow Total: 0
  – Global-route wire length before repair: 1.33 mm

Floorplan
  – Die area: between 0.006 and 0.007 mm²
  – Placeable Area: 0.00342 mm²
  – Die Y: 80 µm
  – Row count: 21
  – Core Util at FP: 0.0982
  – Total I/O pin count: 19
  – Die Width: 80 µm

Finish
  – Layout area overhead: 80.2%
  – Layout cell share with drive strength beyond 1: 0.308
  – Fillers: 384
  – Largest register FFs: 8
  – Fin area: 604 µm²
  – Top reg by flops: q
  – Top Registers: q x8

Logic synthesis
  – Synth flops: 8
  – Ys cells: 18
  – Synthesis warning total: 1
  – Synthesized instance count: 18
  – Distinct lib cells used: 4
  – Cell area after synthesis: 335 µm²
  – Sequential area share after synthesis: 0.597
  – Yosys synthesis chip area: 335 µm²
  – Avg Cell Area, Syn: 18.6 µm²

Drt
  – Vias after detailed routing: 213
  – Routed wire length per instance: 10.2 µm
  – Routed Antenna Nets: 0
  – Routed WL: ~870 µm
  – N_diodes: 0
  – Post-DR vias/cell: 2.51
  – 1st-iter DRT viols: 8
  – TritonRoute pass-1 iters: 2
  – Drt drc: 0

CTS
  – Max Buffers Root-to-Sink: 2
  – Post-CTS Resized: 0
  – Clock sink count: 8
  – CTS hold repair buffers: 0
  – CTS tree: built
  – Clock Latency Late Sink: roughly 240 ps
  – CTS Buf Count: 3
  – Clock transition at path regs: 50 ps
  – H-tree Lvls: 1
  – Root buffer cell: clkbuf_4
  – Postcts setup bufs: 0

Place
  – Buffers added on ports: 18
  – Final GP Congestion: 0.708
  – Post-DP Area: 582 µm²

Final timing
  – Clock skew: 0 ps
  – Rel. slew slack: 0.802
  – Setup TNS: 0 ps
  – Slew @ Worst Pin: 296 ps
  – Max-slew violations: 0
  – Final period util: 0.916
  – Minimum clock period: 1370 ps
  – Setup violators final: 0
  – RSZ-0062 raised after global routing: no
  – Max Freq: 728 MHz
  – Hold Worst Slack: 304 ps
  – Final tally of hold violations: 0

Pwr
  – Worst IR Drop VDD: between 0.0001 and 0.00015 V
  – Clock share of power: 0.294
  – Lkg Pwr: 0.258 nW
  – Internal Dissipation: 0.423 mW
  – Pwr per Cell Area: 859 mW/mm²
  – Combinational share of power: 0.222
  – Net Sw Frac: 0.186
  – Seq pwr share: 0.483
  – Psw: 0.0967 mW

Outcome
  – Status: completed

Run
  – OpenROAD warning count: 25
  – Max Cap Violations: 0

Worst setup path
  – Setup crit end kind: primary output
  – Max stage delay cell, worst path: clkdlybuf4s50_1
  – Crit path DRT: 1200 ps
  – Buf/Inv on CP: 1
  – Crit path cell chain: clkdlybuf4s50_1
  – CP Class: flip-flop to primary output
  – Setup crit start kind: flip-flop
  – CP delay by family, top: buffers and inverters
  – Crit-path max cell delay: approximately 500 ps
  – Data arrival, critical path: 1070 ps
  – Crit Path Max Fanout: 2

Min path
  – HP Class: input pin to async pin
## power groups by stage
stage     registers (mW)  clock network (mW)  logic, mW
5_1_grt            0.255               0.173      0.123
4_1_cts            0.251               0.160      0.119
6_report           0.251               0.153      0.116
## path summary, 6_finish.rpt
check                           slack, ps    to   from  depth (start not counted)
worst max register to register        730  q[7]   q[7]                          1
worst max-delay path                  130  q[3]   q[3]                          1
max in group asynchronous             970  q[6]  reset                          2
worst min register to register        510  q[0]   q[0]                          1
min in group clk0                     510  q[0]   q[0]                          1
worst min-delay path                  300  q[4]  reset                          2
## kinds of logic after synthesis
kind of cell | count (synthesis) | synth area share
flip-flops | 8 | 0.597
buffers and inverters | 2 | 0.0448
multiplexers | 8 | 0.358
## routing by layer
layer | global-route usage | part of all wire | vias to the layer above
met4 | 0.0141 | 0.047 | 0
met5 | 0 | 0 | -
met1 | 0.0310 | 0.41 | 97
met2 | 0.0441 | 0.49 | 9
met3 | 0.00568 | 0.053 | 2
li1 | - | - | 105
## cell type report
| class | count | area, µm² | share of cell area |
|---|---|---|---|
| clock buffers | 3 | 22.5 | 0.0373 |
| repair buffers | 19 | 200 | 0.331 |
| well taps | 46 | 57.6 | 0.0952 |
| inverters | 1 | 3.75 | 0.00621 |
| flip-flops and latches | 8 | 200 | 0.331 |
| multi-input cells | 8 | 120 | 0.199 |
## synth_stat cells, drive strengths merged
| cell | count | area (µm²) |
|---|---|---|
| inv | 1 | 3.75 |
| dfrtp | 8 | 200 |
| buf | 1 | 11.3 |
| mux2 | 8 | 120 |
## cells in the final DEF, fill, tap and decap left out
cell type and count:
clkbuf_4 3, dfrtp_1 8, buf_12 1, mux2_4 8, inv_1 1, clkdlybuf4s50_1 18
## per-stage QoR
| stage | cells | total power [mW] | setup WS [ps] | utilization |
|---|---|---|---|---|
| 3_5_place_dp | 82 | 0.373 | 126 | 0.170 |
| 4_1_cts | 85 | 0.530 | 102 | 0.177 |
| 6_report | 85 | 0.519 | 126 | 0.177 |
| 3_3_place_gp | 82 | 0.372 | 132 | 0.170 |
| 2_1_floorplan | 18 | 0.291 | 658 | - |
| 5_1_grt | 85 | 0.551 | 62.3 | 0.177 |
No activity file was given, so power comes from the tool's default toggle rates.
